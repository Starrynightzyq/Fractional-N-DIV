[flow/config.mk]
export PLATFORM = sky130hd
export DESIGN_NAME = efm
export DESIGN_NICKNAME = efm
export VERILOG_FILES = /design/flow/design.v
export SDC_FILE = /design/flow/constraint.sdc
export NUM_CORES = 4
export LEC_CHECK = 1
export CORE_AREA = 10 10 99 99
export DIE_AREA = 0 0 109 109
[flow/constraint.sdc]
current_design efm

set clk_period 10.1
set clk_io_pct 0.2

create_clock -name clk0 -period $clk_period [get_ports {clk}]

set non_clock_inputs [all_inputs -no_clocks]
set_input_delay [expr $clk_period * $clk_io_pct] -clock clk0 $non_clock_inputs
set_output_delay [expr $clk_period * $clk_io_pct] -clock clk0 [all_outputs]
[flow/design.v]
`timescale  1ns / 1ps
module efm #(
    parameter WIDTH = 24
) (
    input clk,
    input rst_n,
    input [WIDTH-1:0] x_i,
    output y_o,
    output [WIDTH-1:0] e_o
);
    wire [WIDTH:0] sum;
    reg [WIDTH-1:0] error_r;
    assign sum = x_i + error_r;
    always @(posedge clk or negedge rst_n) begin
        if (!rst_n) begin
            error_r <= 'b0;
        end else begin
            error_r <= sum[WIDTH-1:0];
        end
    end
    assign e_o = sum[WIDTH-1:0];
    assign y_o = sum[WIDTH];
endmodule
[flow/run.sh]
#!/bin/bash
# OpenROAD 26Q1-2900-gdf79404cd8, Yosys 0.63+post, stock flow scripts
make -C /OpenROAD-flow-scripts/flow DESIGN_CONFIG=/design/flow/config.mk WORK_HOME=/design/flow/orfs finish
==> results.sh <==
# physical design summary
export IMPL_status="finished clean"
export IMPL_drv_slew=0
export IMPL_fp_dieH_um=109
export IMPL_ys_ff=24
export IMPL_clk_pin_slew_ps=90
export IMPL_cts_root_buffer="clkbuf_8"
export IMPL_antenna_found_initial=0
export IMPL_postCtsSetupRepairBufs=0
export IMPL_ios=51
export IMPL_placed_area_um2=2470
export IMPL_netlist_logic_family_top="AND-OR/OR-AND gates"
export IMPL_drt_vias_per_instance=4.64
export IMPL_fin_tns_setup_ps=0
export IMPL_edf_count=0
export IMPL_yosys_cells=196
export IMPL_yosys_area_um2=1850
export IMPL_htree_levels=1
export IMPL_clock_latency_late_pin_ps=270
export IMPL_p_leak_nw=1.07
export IMPL_max_cap_violations=0
export IMPL_regToRegSetupSlack_ps=7560
export IMPL_top_cells_by_count="24 x dfrtp_1, 24 x ha_1, 22 x a21oi_1, 14 x o21ai_0"
export IMPL_drive_above_1_share_pct=6.07
export IMPL_fp_row_count=32
export IMPL_power_w=0.000927
export IMPL_initial_core_util_pct=24.0
export IMPL_adder_share_pct=17.3
export IMPL_cpPeakStageDelay_ps=520
export IMPL_routed_via_count=1621
export IMPL_rsz0062_at_grt="no"
export IMPL_dieArea_um2=11900
export IMPL_post_place_ws_ps=3040
export IMPL_p_int_w=0.000570
export IMPL_reg2reg_depth=8
export IMPL_r2r_start="error_r[0]$_DFF_PN0_"
export IMPL_hold_viol=0
export IMPL_port_buffers=50
export IMPL_postRouteAntennaNets=0
export IMPL_met1_usage_pct=12.5
export IMPL_cpMostUsedCell="clkdlybuf4s50_1"
export IMPL_clkPwrFrac_pct=7.1
export IMPL_tritoncts="yes"
export IMPL_pwr_share_seq_pct=17.9
export IMPL_required_ps=8080
export IMPL_gp_congestion=0.857
export IMPL_period_needed_ps=7060
export IMPL_ff_type="dfrtp_1"
export IMPL_top_area_cell="dfrtp_1"
export IMPL_gr_usage_met2_pct=12.6
export IMPL_skew_ps=2.02
export IMPL_fin_ws_ps=3040
export IMPL_critPathLaunchType="input pin"
export IMPL_final_area_um2=2520
export IMPL_hp_start="error_r[0]$_DFF_PN0_"
export IMPL_routed_wl_mm=4.93
export IMPL_crit_type="in2out"
export IMPL_track_usage_pct=8.57
export IMPL_comb_power_share_pct=75.0
export IMPL_reg_top3="error_r: 24 flops"
export IMPL_grt_max_degree=25
export IMPL_timing_slew_headroom_pct=62.0
export IMPL_critPathMaxFanout=3
export IMPL_tool_warnings=25
export IMPL_antennaDiodeCount=0
export IMPL_syn_area_per_cell_um2=9.45
export IMPL_drt_pass1_iter_count=4
export IMPL_synth_mux_area_fraction_pct=0.540
export IMPL_max_freq_ghz=0.142
export IMPL_coreArea_um2=7730
export IMPL_grt_pass1_wl_mm=8.26
export IMPL_cts_resized=0
export IMPL_end_kind="output pin"
export IMPL_busiest_layer="met2"
export IMPL_grt_overflow=0
export IMPL_place_hpwl_mm=4.09
export IMPL_top_register="error_r"
export IMPL_critPathSlowestCell="clkdlybuf4s50_1"
export IMPL_switching_share_pct=38.5
export IMPL_crit_arrival_ps=5040
export IMPL_netSwitchingPower_w=0.000357
export IMPL_first_global_vias=1642
export IMPL_largest_reg_flops=24
export IMPL_synthAoiAreaFrac_pct=25.9
export IMPL_cts_inserted_buffers=3
export IMPL_cts_sinks=24
export IMPL_path_cells="clkdlybuf4s50_1 -> ha_1 -> fa_1 -> a21o_1 -> a221oi_2 -> o21ai_0 -> nor3b_2 -> o21a_1 -> a311oi_2 -> clkdlybuf4s50_1"
export IMPL_route_detailed_drc=0
export IMPL_routedWlPerCell_um=14.1
export IMPL_reg2reg_to="error_r[22]$_DFF_PN0_"
export IMPL_finalSetupViolCount=0
export IMPL_syn_inst=196
export IMPL_holdPathStages=1
export IMPL_min_to="error_r[0]$_DFF_PN0_"
export IMPL_syn_cell_area_um2=1850
export IMPL_p_per_area_nw_per_um2=367
export IMPL_synthDistinctLibCells=45
export IMPL_area_growth_pct=36.2
export IMPL_ctsHoldBuffers=0
export IMPL_async_flop_share_pct=100
export IMPL_worstHoldPathType="reg2reg"
export IMPL_clock_path_buffers=2
export IMPL_ys_top_cells_by_area="dfrtp_1 32%, ha_1 16%, a21oi_1 5.9%, xnor2_1 4.7%, o21ai_0 3.8%"
export IMPL_ys_sh_simple_pct=13.1
export IMPL_period_used_pct=69.9
export IMPL_synthXorXnorAreaFrac_pct=8.51
export IMPL_dieWidth_um=109
export IMPL_synth_top_area_share_pct=32.4
export IMPL_ys_seq_share_pct=32.4
export IMPL_use_met3_pct=2.81
export IMPL_tightest_slew_ps=570
export IMPL_drtIter0Drc=112
export IMPL_synth_warnings=1
export IMPL_ir_drop_mv=0.113
cell families (layout without fill, tap and decap cells):
group | after synthesis | count (layout)
AND-OR/OR-AND | 71 | 71
AND/OR/NAND/NOR | 47 | 47
adder cells (fa/ha/maj) | 25 | 25
flip-flops | 24 | 24
XOR/XNOR | 18 | 18
buffers and inverters | 10 | 61
multiplexers | 1 | 1
cell usage in the layout, fill, tap and decap left out, types with 2 or more instances in the layout:
master | synthesis | routed
a211o_1 | 2 | 2
a211oi_1 | 3 | 3
a21o_1 | 7 | 7
a21oi_1 | 22 | 22
a31o_2 | 3 | 3
and2_1 | 3 | 3
and3_1 | 4 | 4
clkbuf_8 | 0 | 4
clkdlybuf4s50_1 | 0 | 50
dfrtp_1 | 24 | 24
ha_1 | 24 | 24
inv_1 | 6 | 6
nand2_1 | 12 | 12
nand2b_1 | 2 | 2
nand3_1 | 5 | 5
nor2_1 | 12 | 12
nor3_1 | 2 | 2
o211ai_1 | 3 | 3
o21a_1 | 2 | 2
o21ai_0 | 14 | 14
o21bai_1 | 3 | 3
xnor2_1 | 10 | 10
xor2_1 | 8 | 8
area by class of cell:
| cell class | count | area [um^2] |
|---|---|---|
| fillers | 787 | 5200 |
| multi-input cells | 162 | 1210 |
| flip-flops and latches | 24 | 601 |
| repair buffers | 51 | 508 |
| well taps | 102 | 128 |
| clock buffers | 4 | 55.1 |
| inverters | 6 | 22.5 |
per-stage QoR:
stage	instances	util, %	hold slack [ps]
after floorplan	196	-	443
after global placement	345	31.9	485
after detailed placement	345	31.9	488
after CTS	349	32.7	514
after global routing	349	32.7	526
final	349	32.7	505
critical path, delay by kind of cell:
kind | cells | cell delay (ps)
AOI/OAI and AO/OA | 5 | 1200
buffers and inverters | 2 | 930
adders and majority gates | 2 | 670
and+or+nand+nor | 1 | 220
worst max-delay path by stage:
| stage | startpoint | end | slack (ps) | cells past startpoint |
|---|---|---|---|---|
| after CTS | x_i[0] | e_o[22] | 3030 | 10 |
| final | x_i[0] | e_o[22] | 3040 | 10 |
| after global routing | x_i[0] | e_o[22] | 2860 | 10 |
power groups by stage:
stage / clock network, W / logic, W / registers, W
CTS: 0.0000705 / 0.000714 / 0.000166
global route: 0.0000739 / 0.000791 / 0.000170
finish: 0.0000663 / 0.000695 / 0.000166
per-layer routing:
layer  part of all wire (%)  vias up
met4                   0.95        0
met1                     50      741
li1                       -      839
met5                      0        -
met3                    7.7        2
met2                     42       39
Power is estimated from default activity; no workload was simulated.
